### /design/flow/design.v
module bram_buffer #(parameter Bits = 32,parameter Add_Width = 9)(
    addr, clk, cen, wen, indata, outdata
);
parameter Depth = 1 << Add_Width;
input [Add_Width-1:0] addr;
input                 clk;
input                 cen;
input                 wen;
input  [Bits-1:0]     indata;
output [Bits-1:0]     outdata;
reg [Bits-1:0] ram [0:Depth-1];
reg [Bits-1:0] Q;
always@(posedge clk) begin
    if(cen & wen) begin
        ram[addr] <= indata;
    end
    Q <= cen && !wen ? ram[addr] : {$random};
end
assign outdata = Q;
endmodule
### /design/flow/run.sh
#!/bin/bash
# OpenROAD 26Q1-2900-gdf79404cd8, Yosys 0.63+post, stock flow scripts
make -C /OpenROAD-flow-scripts/flow DESIGN_CONFIG=/design/flow/config.mk WORK_HOME=/design/flow/orfs finish
### /design/flow/config.mk
export PLATFORM = sky130hd
export DESIGN_NAME = bram_buffer
export DESIGN_NICKNAME = bram_buffer
export VERILOG_FILES = /design/flow/design.v
export SDC_FILE = /design/flow/constraint.sdc
export NUM_CORES = 4
export LEC_CHECK = 1
export CORE_UTILIZATION = 30
export SYNTH_MEMORY_MAX_BITS = 65536
### /design/flow/constraint.sdc
current_design bram_buffer

set clk_period 131.8
set clk_io_pct 0.2

create_clock -name clk0 -period $clk_period [get_ports {clk}]

set non_clock_inputs [all_inputs -no_clocks]
set_input_delay [expr $clk_period * $clk_io_pct] -clock clk0 $non_clock_inputs
set_output_delay [expr $clk_period * $clk_io_pct] -clock clk0 [all_outputs]
==> results.yml <==
# generated from flow reports
global_route:
  use_met3: 0.226
  gr-total-overflow: 0
  grt_pass1_wl_um: 2780000
  gr-max-usage-layer: "met2"
  grt_pass1_vias: 343813
  gr-usage-met1: 0.171
  antenna_found_initial: 218
  globalRouteMet2Util: 0.289
  grt_util_all_layers: 0.209
  grt_max_degree: 122
clocking:
  post_cts_resized: 0
  h-tree-depth: 7
  cts_tree: "built"
  cts_buffers: 1632
  clock_latency_ns: 1.41
  ctsHoldBuffers: 0
  clk_pin_slew_ns: 0.06
  root_buffer: "clkbuf_16"
  postCtsSetupBuffers: 0
  cts_buffer_depth: 6
  cts_sinks: 16416
cells_and_area:
  area_delta_synth_final_pct: 16.2
  final_cell_area_sq_mm: 0.728
  final_layout_size_suffix_gt1_frac: 0.278
  fin_cells: 59697
  nFillCells: 186970
power_and_ir_drop:
  ir_drop_mv: 0.0131
  power_leakage_uw: 0.224
  powerDensity_mw_per_mm2: 14.8
worst_setup_path:
  cp_common_cell: "buf_4"
  worst-setup-path-type: "in2reg"
  worstPathMaxFanout: 37
  critPathRequiredTime_ns: 133.04
  cp-end-kind: "flop"
  crit_path_max_incr_delay_ns: 1.23
  path_cells: "buf_16, buf_4, buf_4, buf_4, buf_4, buf_4, buf_4, buf_4, buf_4, mux4_2, nand4_1, nand4_1, nor4_2, buf_4, nand4b_1, buf_4, nor4b_2, a31oi_1"
  path_buffers: 11
  crit_family: "buffers and inverters"
  slowest_stage: "nor4_2"
  startpoint_type: "input pin"
  arrival_ns: 36.31
route:
  viasPerCell: 5.28
  firstDrtPassIters: 7
  drc_errors: 0
  wl_per_cell_um: 34.4
  antenna_left: 0
  vias: 315193
  drt-initial-drc-count: 23295
  drt_wl_total_um: 2050000
floorplan:
  num_rows: 530
  die_h_um: 1450
  coreArea_sq_mm: 2.08
  die_width_um: 1450
  num_io_pins: 76
  die_area_sq_mm: 2.09
  fp-utilization: 0.301
placement:
  dp.final_hpwl_um: 1270000
  dp.cells: 56407
  place.gp.congestion: 0.940
  numPortBuffers: 75
  placed_cell_area_sq_mm: 0.676
synthesis:
  synth-edff-count: 16384
  syn_area_per_cell_sq_um: 22.1
  ys_chip_area_sq_mm: 0.627
  yosys.cell_types.count: 73
  yosysTopAreaCell: "edfxtp_1"
  top_cells_by_count: "edfxtp_1 (16384), mux4_2 (3425), mux2i_1 (1715)"
  ys_warn_count: 3
  ys_cells: 28358
  async_flop_share: 0
  synth_top_area_share: 0.785
  syn-cell-area_sq_mm: 0.627
  synth_flops: 16416
  top_cells_by_area: "edfxtp_1 (79%), mux4_2 (12%), mux2i_1 (2.7%)"
  synth_top_cell_by_count: "edfxtp_1"
  synth_cells: 28358
  postSynthSeqShare: 0.786
  synthFlopType: "edfxtp_1"
timing:
  worst_pin_slew_ns: 1.76
  finalCritPeriodShare: 0.266
  maxSlewViolCount: 16
  fin_skew_ns: 0.157
  fmax_mhz: 28.5
  hold_violations: 0
  fin_hold_ws_ns: 0.997
  setup_viol_count_final: 0
  rsz0062_at_grt: "no"
  post-route-min-period_ns: 35.07
  slew_headroom: -0.186
  setup_tns_ns: 0
outcome:
  violations: "capacitance limit, slew limit"
  status: "finished with violations"
run:
  warnings: 42
  cap_violations: 8
worst_hold_path:
  hp-class: "reg2reg"
-- tightest hold or removal path: stages, from the launching register on --
cell	delay, ns
edfxtp_1	0.31
mux4_2	0.22
a22oi_1	0.07
nand4_1	0.09
a21oi_1	0.21
a31oi_1	0.18
-- state kept, by name, summed over array words and instances, names as in the netlist --
name and flops:
Q 32, ram 16384
-- kinds of logic after synthesis --
kind of cell           after synthesis  synth area share
flip-flops                       16416             0.786
multiplexers                      5381             0.155
AND-OR/OR-AND                     2623            0.0284
AND/OR/NAND/NOR                   2178            0.0175
buffers and inverters             1760            0.0132
-- metrics by stage --
step	utilization	setup WS, ns	power [uW]
floorplan	-	101.58	6100
global placement	0.324	93.96	6370
CTS	0.349	96.66	10800
detailed placement	0.324	95.29	6380
global route	0.349	96.29	11100
finish	0.350	96.73	10800
-- cells in the final DEF (no fill, tap or decap), types with 118 or more instances in the layout --
master     count
a21oi_1      359
a22o_1       127
a22oi_1      587
buf_4       1940
bufinv_16    150
clkbuf_1     313
clkbuf_16   1657
clkinv_1     336
clkinv_2     310
diode_2      409
edfxtp_1   16384
mux2_2       241
mux2i_1     1711
mux4_2      3425
nand2_1      312
nand3_1      220
nand4_1      484
nor2_1       118
nor2_4       521
o21ai_0      345
o22ai_1      498
-- routing by layer --
layer / wire length, um / share of wire
met1: 521000 / 0.25
met4: 134000 / 0.065
met3: 485000 / 0.24
met2: 895000 / 0.44
met5: 17000 / 0.0083
-- cell type report --
type | instances | area [sq um] | share of cell area
multi-input combinational | 10182 | 131000 | 0.181
clock inverter | 895 | 8280 | 0.0114
sequential | 16416 | 493000 | 0.677
clock buffer | 1983 | 42800 | 0.0588
tap | 27664 | 34600 | 0.0475
antenna | 409 | 1020 | 0.00141
inverter | 52 | 218 | 0.000299
timing repair buffer | 2096 | 17000 | 0.0233
-- final timing paths --
kind,cells past startpoint,endpoint,slack (ns),from
worst max-delay path,18,Q[10],96.73,addr[0]
worst min-delay path,5,Q[7],1.0,ram[320][7]
worst max register to register,7,Q[19],126.49,ram[214][19]
worst min register to register,5,Q[7],1.0,ram[320][7]
-- report_power, final --
| group | switching [uW] | internal (uW) |
|---|---|---|
| Clock | 1920 | 2590 |
| Combinational | 367 | 163 |
| Sequential | 4.92 | 5740 |
| Total | 2300 | 8500 |
Power and IR drop assume default switching activity.
